==> design/flow/design.v <==
module boot_controller (
    input  wire clk,
    input  wire rst_n,
    output reg  flash_cs_n,
    output reg  flash_clk,
    output reg  flash_mosi,
    input  wire flash_miso,
    output reg  [7:0] sram_wdata,
    output reg  [10:0] sram_waddr,
    output reg        sram_wen,
    output reg        cpu_reset_n
);
    localparam IDLE=0, CMD=1, ADDR=2, READ=3, WRITE=4, DONE=5;
    reg [2:0] state;
    reg [7:0] bit_counter, shift_reg;
    reg [1:0] spi_phase;  
    always @(posedge clk or negedge rst_n) begin
        if (!rst_n) begin
            state <= IDLE;
            cpu_reset_n <= 0;
            sram_wen <= 1;
            sram_waddr <= 0;
            flash_cs_n <= 1;
            flash_clk <= 0;
            spi_phase <= 0;
        end else begin
            case (state)
                IDLE: begin
                    flash_cs_n <= 0;
                    bit_counter <= 0;
                    shift_reg <= 8'h03;  
                    state <= CMD;
                end
                CMD: begin
                    if (spi_phase == 0) begin
                        flash_clk <= 0;
                        flash_mosi <= shift_reg[7];
                        spi_phase <= 1;
                    end else if (spi_phase == 1) begin
                        flash_clk <= 1;
                        spi_phase <= 2;
                    end else begin
                        flash_clk <= 0;
                        shift_reg <= {shift_reg[6:0], 1'b0};
                        spi_phase <= 0;
                        if (bit_counter == 7) begin
                            state <= ADDR;
                            bit_counter <= 0;
                        end else bit_counter <= bit_counter + 1;
                    end
                end
                ADDR: begin
                    if (spi_phase == 0) begin
                        flash_clk <= 0;
                        flash_mosi <= 0;
                        spi_phase <= 1;
                    end else if (spi_phase == 1) begin
                        flash_clk <= 1;
                        spi_phase <= 2;
                    end else begin
                        flash_clk <= 0;
                        spi_phase <= 0;
                        if (bit_counter == 23) begin
                            state <= READ;
                            bit_counter <= 0;
                        end else bit_counter <= bit_counter + 1;
                    end
                end
                READ: begin
                    case (spi_phase)
                        2'b00: begin 
                            flash_clk <= 1;
                            spi_phase <= 2'b01;
                        end
                        2'b01: begin 
                            shift_reg <= {shift_reg[6:0], flash_miso};
                            spi_phase <= 2'b10;
                        end
                        2'b10: begin 
                            flash_clk <= 0;
                            spi_phase <= 2'b11;
                        end
                        2'b11: begin 
                            spi_phase <= 2'b00;
                            if (bit_counter == 7) begin
                                sram_wdata <= shift_reg; 
                                state <= WRITE;
                                bit_counter <= 0;
                            end else begin
                                bit_counter <= bit_counter + 1;
                            end
                        end
                    endcase
                end
                WRITE: begin
                    if (spi_phase == 0) begin
                        sram_wen <= 0;  
                        spi_phase <= 1;
                    end else begin
                        sram_wen <= 1;  
                        spi_phase <= 0;
                        if (sram_waddr == 11'h7FF) state <= DONE;
                        else begin
                            sram_waddr <= sram_waddr + 1;
                            state <= READ;
                        end
                    end
                end
                DONE: begin
                    flash_cs_n <= 1;
                    cpu_reset_n <= 1;
                end
                default: state <= IDLE;
            endcase
        end
    end
endmodule
==> design/flow/run.sh <==
#!/bin/bash
# OpenROAD 26Q1-2900-gdf79404cd8, Yosys 0.63+post, stock flow scripts
make -C /OpenROAD-flow-scripts/flow DESIGN_CONFIG=/design/flow/config.mk WORK_HOME=/design/flow/orfs finish
==> design/flow/config.mk <==
export PLATFORM = sky130hd
export DESIGN_NAME = boot_controller
export DESIGN_NICKNAME = boot_controller
export VERILOG_FILES = /design/flow/design.v
export SDC_FILE = /design/flow/constraint.sdc
export NUM_CORES = 4
export LEC_CHECK = 1
export CORE_UTILIZATION = 50
==> design/flow/constraint.sdc <==
current_design boot_controller

set clk_period 3.0
set clk_io_pct 0.2

create_clock -name clk0 -period $clk_period [get_ports {clk}]

set non_clock_inputs [all_inputs -no_clocks]
set_input_delay [expr $clk_period * $clk_io_pct] -clock clk0 $non_clock_inputs
set_output_delay [expr $clk_period * $clk_io_pct] -clock clk0 [all_outputs]
==> impl_metrics.yaml <==
# implementation run metrics
place:
  port_buffers: 26
  dp.cells: 255
  place_ws_ns: 0.8624
  finalWeightedCongestion: 0.8576
  dpl.hpwl_um: 2744
sta:
  timing.hold.ws_ns: 0.4442
  fin_ws_ns: 0.9308
  setup_viol: 0
  hold_viol: 0
  max_slew.worst_pin.slew_ns: 0.6199
  fin_setup_tns_ns: 0
  fin_crit_sh_pct: 68.97
  fmax_mhz: 483.3
  slew_headroom_pct: 58.52
  period_needed_ns: 2.069
  grt_setup_unrepaired: "no"
  slew_violations: 0
  finClkSkew_ns: 0.007517
route:
  dr.pass1.iters: 4
  top_layer_used: "met4"
  wl_met1_um: 1938
  wl_per_cell_um: 14.48
  route.met3.wl_um: 197
  drt_iter0_markers: 69
  wl_met2_um: 1640
  vias_per_cell: 5.608
  route.detailed.drc: 0
  num_antenna_cells: 0
  wirelength_um: 3808
  ant_nets: 0
  vias: 1475
synth:
  top_cells_by_count: "edfxtp_1 (25), dfrtp_1 (21), nor2_1 (19)"
  synth_flops: 50
  avgSynthCellArea_um2: 12.15
  ys.flop_type: "edfxtp_1"
  synth_area_um2: 2198
  ys_seq_share_pct: 62.83
  synthArstFlopShare_pct: 50.00
  yosysTopAreaCell: "edfxtp_1"
  synth_top_cell_by_count: "edfxtp_1"
  synth_cell_types: 41
  yosys_warnings: 1
  yosysCellCount: 181
  top_cell_area_share_pct: 34.15
  edf_count: 25
  ys_area_um2: 2198
  synth.area.top_cells: "edfxtp_1 (34%), dfrtp_1 (24%), dfstp_2 (4.8%)"
  synthCells: 181
flow_run:
  drv_cap: 0
  tool_warnings: 26
clock_tree:
  insertion_delay_ns: 0.30
  htreeDepth: 2
  post-cts-setup-buffers: 0
  cts_tree: "yes"
  cts-root-buf: "clkbuf_8"
  numCtsBuffers: 5
  path_clk_slew_ns: 0.08
  cts_resized: 0
  cts_buffer_depth: 2
  cts_hold_buf: 0
  clock_sinks: 50
finish:
  fillCellCount: 308
  fin_cells: 263
  drive_gt1_share_pct: 12.21
  ff_latch_area_um2: 1381
  regMostFlops: "sram_waddr"
  syn_to_final_growth_pct: 20.72
  logic_area_um2: 775.7
  largest_register_ff_count: 11
power_and_ir_drop:
  p_clk_share_pct: 38.7
  p_leak_nw: 1.080
  switchingPower_uw: 269.9
  p_comb_share_pct: 4.7
  power_density_nw_per_um2: 521.2
  power.internal_mw: 1.113
  vdd_drop_max_v: 0.0002786
  seqPwrFrac_pct: 56.6
  swShare_pct: 19.51
  finalPower_mw: 1.383
floorplanning:
  core_um2: 4115
  die_h_um: 68.31
  die_x_um: 68.31
  rows: 23
  die-area_um2: 4666
  fp_util_pct: 53.42
  num_io_pins: 27
global_route:
  grt_overflow: 0
  grt_pass1_wl_um: 6423
  grt_pass1_vias: 1377
  antenna_found_initial: 0
  grt_max_degree: 18
  track_usage_pct: 19.64
worst_setup_path:
  crit_path_start_kind: "flip-flop"
  critPathRequiredTime_ns: 2.97
  worst-r2r-setup-slack_ns: 0.93
  slowest_stage: "edfxtp_1"
  critPathKind: "flip-flop to flip-flop"
  worst-path-buf-inv: 0
  cpLargestDelayFamily: "simple AND/OR/NAND/NOR gates"
  max_stage_delay_ns: 0.46
  worstPathCellList: "nor4_2, and2_1, and2b_1, and4_1"
  cp_max_fo: 8
  crit_path_end_kind: "flip-flop"
  reg2reg_depth: 4
  crit_start: "bit_counter[3]"
  cp.depth: 4
  r2r-start: "bit_counter[3]"
  arrival_ns: 2.03
min_path:
  holdCritStartpoint: "shift_reg[0]"
  hold_depth: 0
  hp-class: "flip-flop to flip-flop"
status:
  status: "complete, no violations"
## worst reg2reg max path: stages, from the launching register on
cell	delay [ns]
edfxtp_1	0.46
nor4_2	0.39
and2_1	0.27
and2b_1	0.19
and4_1	0.43
## path summary, 6_finish.rpt
path	end
max reg2reg	sram_wdata[0]
max in group asynchronous	state[0]
min in group asynchronous	spi_phase[2]
max	sram_wdata[0]
min	sram_wdata[0]
min reg2reg	sram_wdata[0]
## per-stage QoR
| stage | utilization [%] | cell area [um^2] |
|---|---|---|
| CTS | 64.49 | 2654 |
| floorplan | - | 2198 |
| finish | 64.49 | 2654 |
| global route | 64.49 | 2654 |
| detailed placement | 61.26 | 2521 |
| global placement | 61.26 | 2521 |
## power groups by stage
| stage | Sequential (mW) | Clock, mW | Combinational (mW) |
|---|---|---|---|
| CTS | 0.782 | 0.553 | 0.0668 |
| global route | 0.788 | 0.584 | 0.0783 |
| finish | 0.782 | 0.535 | 0.0655 |
## area by class of cell
class | count | area share, %
clock buffers | 5 | 2.593
multi-input cells | 121 | 29.23
well taps | 50 | 2.357
flip-flops and latches | 50 | 52.05
clock inverters | 3 | 2.405
repair buffers | 29 | 10.66
inverters | 5 | 0.7072
## logic make-up (layout without fill, tap and decap cells)
family | count (synthesis) | in the layout | synth area share (%)
AND-OR/OR-AND | 34 | 34 | 10.25
XOR/XNOR | 8 | 8 | 3.187
adder cells (fa/ha/maj) | 2 | 2 | 1.138
buffers and inverters | 10 | 42 | 1.878
flip-flops | 50 | 50 | 62.83
multiplexers | 5 | 5 | 2.561
other | 1 | 1 | 0.1706
AND/OR/NAND/NOR | 71 | 71 | 17.98
## routing by layer
metal / track usage, % / vias up
met5: 0 / -
met4: 2.344 / 0
met3: 6.250 / 4
met2: 25.37 / 37
met1: 35.61 / 711
li1: - / 723
## layout by cell type, fill, tap and decap left out, drive strengths merged, types with 2 or more instances in the layout
cell type,synthesis,final
dfstp,4,4
o21ai,6,6
inv,5,5
a21o,3,3
and4,3,3
clkbuf,4,5
ha,2,2
bufinv,0,2
nor2b,9,9
a31o,3,3
mux2i,3,3
mux2,2,2
clkdlybuf4s50,0,26
or3,2,2
or2,3,3
and3,3,3
and2b,2,2
a31oi,7,7
nor3,5,5
nand3b,3,3
a21oi,9,9
nand4,4,4
nand2,9,9
xnor2,3,3
edfxtp,25,25
a32o,2,2
and2,3,3
nor2,19,19
xor2,5,5
dfrtp,21,21
buf,1,3
nand3,4,4
Power and IR drop assume default switching activity.
