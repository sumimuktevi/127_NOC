==> design/flow/design.v <==
`default_nettype none
module rd_crossbar (
    input  wire        clk,
    input  wire [3:0]  rd_tile,
    input  wire [9:0]  rd_addr,
    input  wire        rd_req,
    output reg  [7:0]  rd_data,
    output reg  [9:0]  tile_rd_addr_0, tile_rd_addr_1, tile_rd_addr_2,
    output reg  [9:0]  tile_rd_addr_3, tile_rd_addr_4, tile_rd_addr_5,
    output reg  [9:0]  tile_rd_addr_6, tile_rd_addr_7, tile_rd_addr_8,
    output reg         tile_rd_req_0,  tile_rd_req_1,  tile_rd_req_2,
    output reg         tile_rd_req_3,  tile_rd_req_4,  tile_rd_req_5,
    output reg         tile_rd_req_6,  tile_rd_req_7,  tile_rd_req_8,
    input  wire [7:0]  tile_rd_data_0, tile_rd_data_1, tile_rd_data_2,
    input  wire [7:0]  tile_rd_data_3, tile_rd_data_4, tile_rd_data_5,
    input  wire [7:0]  tile_rd_data_6, tile_rd_data_7, tile_rd_data_8
);
    function [3:0] tile_flat;
        input [3:0] tid;
        case (tid)
            4'h0: tile_flat = 4'd0;    
            4'h1: tile_flat = 4'd1;    
            4'h2: tile_flat = 4'd2;    
            4'h4: tile_flat = 4'd3;    
            4'h5: tile_flat = 4'd4;    
            4'h6: tile_flat = 4'd5;    
            4'h8: tile_flat = 4'd6;    
            4'h9: tile_flat = 4'd7;    
            4'hA: tile_flat = 4'd8;    
            default: tile_flat = 4'd0;
        endcase
    endfunction
    wire [3:0] sel = tile_flat(rd_tile);
    always @(posedge clk) begin
        tile_rd_req_0 <= 1'b0; tile_rd_req_1 <= 1'b0; tile_rd_req_2 <= 1'b0;
        tile_rd_req_3 <= 1'b0; tile_rd_req_4 <= 1'b0; tile_rd_req_5 <= 1'b0;
        tile_rd_req_6 <= 1'b0; tile_rd_req_7 <= 1'b0; tile_rd_req_8 <= 1'b0;
        tile_rd_addr_0 <= rd_addr; tile_rd_addr_1 <= rd_addr;
        tile_rd_addr_2 <= rd_addr; tile_rd_addr_3 <= rd_addr;
        tile_rd_addr_4 <= rd_addr; tile_rd_addr_5 <= rd_addr;
        tile_rd_addr_6 <= rd_addr; tile_rd_addr_7 <= rd_addr;
        tile_rd_addr_8 <= rd_addr;
        if (rd_req) begin
            case (sel)
                4'd0: tile_rd_req_0 <= 1'b1;
                4'd1: tile_rd_req_1 <= 1'b1;
                4'd2: tile_rd_req_2 <= 1'b1;
                4'd3: tile_rd_req_3 <= 1'b1;
                4'd4: tile_rd_req_4 <= 1'b1;
                4'd5: tile_rd_req_5 <= 1'b1;
                4'd6: tile_rd_req_6 <= 1'b1;
                4'd7: tile_rd_req_7 <= 1'b1;
                4'd8: tile_rd_req_8 <= 1'b1;
                default: ;
            endcase
        end
        case (sel)
            4'd0: rd_data <= tile_rd_data_0;
            4'd1: rd_data <= tile_rd_data_1;
            4'd2: rd_data <= tile_rd_data_2;
            4'd3: rd_data <= tile_rd_data_3;
            4'd4: rd_data <= tile_rd_data_4;
            4'd5: rd_data <= tile_rd_data_5;
            4'd6: rd_data <= tile_rd_data_6;
            4'd7: rd_data <= tile_rd_data_7;
            4'd8: rd_data <= tile_rd_data_8;
            default: rd_data <= 8'h00;
        endcase
    end
endmodule
==> design/flow/run.sh <==
#!/bin/bash
# OpenROAD 26Q1-2900-gdf79404cd8, Yosys 0.63+post, stock flow scripts
make -C /OpenROAD-flow-scripts/flow DESIGN_CONFIG=/design/flow/config.mk WORK_HOME=/design/flow/orfs finish
==> design/flow/config.mk <==
export PLATFORM = sky130hd
export DESIGN_NAME = rd_crossbar
export DESIGN_NICKNAME = rd_crossbar
export VERILOG_FILES = /design/flow/design.v
export SDC_FILE = /design/flow/constraint.sdc
export NUM_CORES = 4
export LEC_CHECK = 1
export CORE_AREA = 10 10 110 110
export DIE_AREA = 0 0 120 120
==> design/flow/constraint.sdc <==
current_design rd_crossbar

set clk_period 3.5
set clk_io_pct 0.2

create_clock -name clk0 -period $clk_period [get_ports {clk}]

set non_clock_inputs [all_inputs -no_clocks]
set_input_delay [expr $clk_period * $clk_io_pct] -clock clk0 $non_clock_inputs
set_output_delay [expr $clk_period * $clk_io_pct] -clock clk0 [all_outputs]
==> impl_metrics.ini <==
; synthesis and place-and-route metrics
[status]
outcome = complete, no violations

[synthesis]
largest_area_cell = buf_4
yosys-stat-area_um2 = 1961
syn-instance-count = 223
ys_ff = 27
synth_area_um2 = 1961
yosys_most_used_dff = dfxtp_1
common_cells = buf_4, dfxtp_1, nand2_1, nor2_1
enable_flop_cells = 0
syn_avg_cell_area_um2 = 8.792
top_cells_by_area = buf_4, dfxtp_1, mux2i_1
top_cell_area_share_pct = 30.63
ys_warn_count = 1
synthArstFlopShare_pct = 0
topCombFamilyByArea = buffers and inverters
yosysCellCount = 223
mux_share_pct = 5.361
ys_sh_xor_pct = 0
top_cell = buf_4
aoi_share_pct = 18.70
adder_share_pct = 1.914
ys_sh_simple_pct = 13.27
ys_seq_share_pct = 27.57
yosysUniqueCellTypes = 42

[detailed_routing]
finalWirelength_um = 8849
avgViaCountPerCell = 4.201
drt-initial-drc-count = 94
drc = 0
vias = 1983
drtPass1Iterations = 4
wl_per_cell_um = 18.75
num_antenna_cells = 0
ant_nets = 0

[grt]
antenna_found_initial = 0
grt_usage_pct = 11.42
first_global_vias = 2144
grt.overflow.total = 0
grt_pass1_wl_um = 13100
grt_max_degree = 15

[critical_path]
cp-start-kind = primary input
crit_end = rd_data[1]$_DFF_P_
crit_path_start = rd_tile[0]
crit_arrival_ns = 2.96
crit_required_ns = 3.66
path_class = primary input to flop
endpoint_kind = flop
cp_max_fo = 10

[pwr]
comb_power_share_pct = 38.9
p_leak_nw = 1.341
p_sw_uw = 221.0
power.share.clock_pct = 21.3
intPower_uw = 657.8
seqPwrFrac_pct = 39.8
p_per_area_nw_per_um2 = 250.2
ir_worst_vdd_mv = 0.1115
sw_frac_of_total_pct = 25.14

[floorplanning]
die_w_um = 120
initial_utilization_pct = 20.06
io_pins = 195
row_count = 36
core_area_um2 = 9774
chipArea_um2 = 14400
die.size.y_um = 120

[finish]
num-fill-cells = 992
drive_gt1_share_pct = 5.015
area_delta_synth_final_pct = 79.13

[clock_network]
postCtsSetupBuffers = 0
cts_resized = 0
cts_tree = built
cts_root_buf = clkbuf_8
hold_buffers = 0
cts.htree.levels = 1
cts_made_buffers = 3
clkTransAtPathRegs_ns = 0.10
clkSinkCount = 27
clockBufferDepth = 2

[sta]
max-slew-margin-rel_pct = 49.72
setup_viol = 0
holdWs_ns = 0.8539
worst_pin_slew_ns = 0.7502
report.final.slew_viol_count = 0
min_period_ns = 2.794
setup_tns_ns = 0
rsz0062_at_grt = false
hold_violations = 0
timing.fmax_mhz = 357.9
post-route-period-util_pct = 79.83

[run]
maxCapViolations = 0
tool_warnings = 27

[min_path]
holdCritPathClass = primary input to flop

[placement]
dp_hpwl_um = 7697
gp_congestion = 0.8471
port-buffer-count = 194
kinds of logic after synthesis:
group	count (synthesis)
AND/OR/NAND/NOR	47
multiplexers	10
buffers and inverters	90
adder cells (fa/ha/maj)	3
AND-OR/OR-AND	46
flip-flops	27
layout make-up:
| class | count | area (µm²) | share of cell area, % |
|---|---|---|---|
| repair buffers | 199 | 1979 | 56.36 |
| clock buffers | 4 | 45.04 | 1.283 |
| well taps | 133 | 166.4 | 4.738 |
| flip-flops and latches | 27 | 540.5 | 15.39 |
| multi-input cells | 106 | 769.5 | 21.91 |
| inverters | 3 | 11.26 | 0.3206 |
worst max-delay path: stages:
cell and delay (ns):
clkdlybuf4s50_1 0.52, inv_1 0.13, ha_1 0.24, mux2i_1 0.16, o21ai_2 0.43, mux2_2 0.40
a221oi_1 0.24, o211ai_1 0.13
worst min-delay path by stage:
| stage | startpoint | endpoint | slack [ns] | cells after the start |
|---|---|---|---|---|
| after CTS | rd_addr[3] | tile_rd_addr_8[3]$_DFF_P_ | 0.84 | 1 |
| after global routing | rd_addr[8] | tile_rd_addr_8[8]$_DFF_P_ | 0.84 | 1 |
| final | rd_addr[3] | tile_rd_addr_8[3]$_DFF_P_ | 0.85 | 1 |
through the flow:
| step | total power, mW | area, µm² | utilization, % | setup WS, ns | instances |
|---|---|---|---|---|---|
| floorplan | 0.4855 | 1961 | - | 1.154 | 223 |
| CTS | 0.8959 | 3512 | 35.93 | 0.7239 | 472 |
| global route | 0.9347 | 3512 | 35.93 | 0.5578 | 472 |
| global placement | 0.7031 | 3467 | 35.47 | 0.4932 | 468 |
| detailed placement | 0.7049 | 3467 | 35.47 | 0.4115 | 468 |
| finish | 0.8788 | 3512 | 35.93 | 0.7059 | 472 |
registers in the layout (all words and copies together), names as in the netlist:
signal          cells
tile_rd_req_3       1
tile_rd_req_8       1
tile_rd_req_2       1
tile_rd_req_1       1
tile_rd_req_4       1
tile_rd_req_5       1
rd_data             8
tile_rd_addr_8     10
tile_rd_req_0       1
tile_rd_req_6       1
tile_rd_req_7       1
cell usage in the layout, fill, tap and decap left out, types with 3 or more instances in the layout:
master,instances
a221oi_1,5
a222oi_1,4
a22o_1,6
a22oi_1,5
a32oi_1,3
and2_1,4
and3_1,5
buf_4,5
clkbuf_8,3
clkdlybuf4s50_1,194
dfxtp_1,27
ha_1,3
inv_1,3
mux2_2,4
mux2i_1,6
nand2_1,10
nand2b_1,4
nand3_1,3
nand3b_1,3
nor2_1,9
nor2b_1,3
o211ai_1,4
routing by layer:
layer | GRT usage (%) | vias up | part of all wire [%]
met4 | 1.735 | 0 | 1.4
met3 | 5.140 | 8 | 13
met5 | 0 | - | 0
met2 | 19.53 | 151 | 47
met1 | 13.10 | 882 | 39
li1 | - | 942 | -
power by group through the flow:
stage	combinational (mW)	sequential [mW]	clock [mW]
after CTS	0.348	0.351	0.197
final	0.342	0.350	0.187
after global routing	0.370	0.355	0.210
Power figures rest on the tool's default switching activity, not on a simulated workload.
