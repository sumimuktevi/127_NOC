==> /design/flow/design.v <==
module housekeeping_fsm (
    input  wire clk,
    input  wire reset,
    input  wire bypass_en,
    input  wire word_ready,
    input  wire [31:0] shifted_word,
    output reg  fetch_en,
    output wire fetch_o,
    output reg  flash_csb,
    output reg [31:0] wbs_adr,
    output reg [31:0] wbs_dat,
    output reg        wbs_cyc,
    output reg        wbs_stb,
    output reg        wbs_we,
    input  wire       wbs_ack,
    output reg        done_loading  
);
    reg [31:0] word_latched;
    localparam IDLE      = 3'd0;
    localparam FETCH     = 3'd1;
    localparam WB_WRITE  = 3'd2;
    localparam NEXT_NODE = 3'd3;
    localparam DONE      = 3'd4;
    localparam SR_RESET  = 3'd5;
    assign fetch_o = (state == FETCH);
    reg [2:0] state;
    reg [3:0] row_counter;     
    reg [3:0] soclet_counter;  
    always @(posedge clk) begin
        if (reset || bypass_en) begin
            state <= IDLE;
            row_counter <= 0;
            soclet_counter <= 0;
            wbs_cyc <= 0;
            wbs_stb <= 0;
            flash_csb <= 1;
            fetch_en <= 0;
            done_loading <= 0;
        end else begin
            case (state)
                IDLE: begin
                    flash_csb <= 0;
                    wbs_adr <= 32'h1000;
                    state <= FETCH;
                end
               FETCH: begin
                fetch_en <= 1;
                if (word_ready) begin
                    word_latched <= shifted_word;
                    wbs_dat  <= shifted_word;   
                    wbs_cyc  <= 1;
                    wbs_stb  <= 1;
                    wbs_we   <= 1;
                    fetch_en <= 0;
                    state    <= WB_WRITE;
                end
            end
                WB_WRITE: begin
                    wbs_dat <= word_latched; 
                    if (wbs_ack) begin
                        wbs_cyc <= 0;
                        wbs_stb <= 0;
                        wbs_we <=0;
                        state   <= NEXT_NODE;
                    end
                end
                NEXT_NODE: begin
                    if (row_counter < 9) begin
                        row_counter <= row_counter + 1;
                        wbs_adr <= 32'h1000 + (soclet_counter << 6) + ((row_counter+1) << 2);
                        state <= FETCH;
                    end else if (soclet_counter < 8) begin
                        row_counter <= 0;
                        soclet_counter <= soclet_counter + 1;
                        wbs_adr <= 32'h1000 + (soclet_counter << 6);
                        state <= SR_RESET;
                    end else begin
                        state <= DONE;
                    end
                end
                SR_RESET: begin
                wbs_adr <= 32'h1000 + (soclet_counter << 6);
                state <= FETCH;
                end
                DONE: begin
                    flash_csb <= 1;
                    done_loading <= 1;
                end
            endcase
        end
    end
endmodule
==> /design/flow/run.sh <==
#!/bin/bash
# OpenROAD 26Q1-2900-gdf79404cd8, Yosys 0.63+post, stock flow scripts
make -C /OpenROAD-flow-scripts/flow DESIGN_CONFIG=/design/flow/config.mk WORK_HOME=/design/flow/orfs finish
==> /design/flow/config.mk <==
export PLATFORM = sky130hd
export DESIGN_NAME = housekeeping_fsm
export DESIGN_NICKNAME = housekeeping_fsm
export VERILOG_FILES = /design/flow/design.v
export SDC_FILE = /design/flow/constraint.sdc
export NUM_CORES = 4
export LEC_CHECK = 1
export CORE_UTILIZATION = 50
==> /design/flow/constraint.sdc <==
current_design housekeeping_fsm

set clk_period 4.8
set clk_io_pct 0.2

create_clock -name clk0 -period $clk_period [get_ports {clk}]

set non_clock_inputs [all_inputs -no_clocks]
set_input_delay [expr $clk_period * $clk_io_pct] -clock clk0 $non_clock_inputs
set_output_delay [expr $clk_period * $clk_io_pct] -clock clk0 [all_outputs]
==> Table 3: Implementation characteristics <==
Implementation parameters

Parameter                              Value

Synthesis
  Synthesized-area fraction occupied by adder cells .................. 1.33%
  Area leader share .................. 59.2%
  Netlist area before placement .................. 3760 sq um
  Synth Seq Share .................. 68.8%
  Synthesized-area fraction occupied by xor and xnor cells .................. 0.233%
  Most used flip-flop cell after synthesis .................. edfxtp_1
  Flip-flops with a built-in enable .................. 74
  Count of distinct cell types in the synthesized netlist .................. 39
  Most instantiated library cell after synthesis .................. edfxtp_1
  Instance count of the mapped netlist .................. 254
  Prevailing logic family in the synthesized netlist .................. multiplexers
  Top post-synthesis cells by area .................. edfxtp_1, dfxtp_1, mux2_1, buf_4, nand2_1
  Synthesized-area fraction occupied by ao, oa, aoi and oai cells .................. 5.20%
  Synth Area in Simple Gates .................. 6.43%
  Chip Area, Yosys .................. 3760 sq um
  Post-synthesis cell count from yosys .................. 254
  Top cells by count, synth .................. edfxtp_1, mux2_1, buf_4
  Registers, synthesis .................. 92
  Post-synthesis area per instance .................. 14.8 sq um
  Share of flip-flops with an asynchronous set or reset after synthesis .................. 0%
  Largest area contributor in the netlist .................. edfxtp_1
  Warning count from the yosys run .................. 1
  Fraction of synthesized area in multiplexers .................. 10.4%

Route
  Via Count .................. 2113
  Drt total wl .................. 6160 microns
  DR top layer .................. met4
  Diode count .................. 0
  Met3 wire len .................. 417 microns
  Drt first pass iters .................. 4
  Average wire per standard cell .................. 13.8 microns
  Iteration-0 DRC count of the detailed router .................. 47
  Post-detailed-route count of antenna-violating nets .................. 0
  Routed length on met1 .................. 2830 microns
  Routed met2 length .................. 2820 microns
  Drt via density .................. 4.75
  DRC Markers .................. 0

Clocking
  Insertion delay of the later-clocked pin in the worst-skew pair .................. 0.34 ns
  Cts repair resizes .................. 0
  CTS sink count .................. 92
  Number of buffers added by the clock tree synthesis step .................. 9
  Max H-tree Level .................. 3
  Worst-path clk slew .................. 0.08 ns
  Hold-fix buffer count after cts .................. 0
  Buffer levels on the longest clock path .................. 2
  Post-CTS setup buffer count .................. 0
  Clock root cell .................. clkbuf_8
  TritonCTS clock tree .................. yes

Final timing
  Fin. max-slew vios .................. 0
  RSZ-0062 raised after global routing .................. false
  Worst relative slew slack .................. 61.5%
  FMAX .................. 346 MHz
  Worst Slack Setup Final .................. 1.91 ns
  Time the final worst path needs with I/O delays and setup .................. 2.89 ns
  Clock Skew .................. 0.00571 ns
  Fraction of the cycle the final worst path needs .................. 60.2%
  Final sum of negative setup slack .................. 0 ns
  Endpoints failing hold .................. 0
  Actual transition at the worst max-transition pin .................. 0.576 ns
  Final count of negative-setup-slack endpoints .................. 0

Power
  Leakage power total .................. 1.64 nW
  Net Sw Frac .................. 21.1%
  Cell internal pwr .................. 0.00111 W
  Power share of the sequential group .................. 62.1%
  Maximum VDD drop .................. 0.000161 V
  Net switching power .................. 0.000298 W
  Power per unit of standard cell area .................. 295 nW/um^2
  Combinational share of power .................. 5.5%
  Clock group share of total power .................. 32.4%

Global route
  Antenna violations before repair .................. 0
  Number of global-route vias before repair .................. 2026
  Largest net degree at the start of global routing .................. 37
  Total global-route track usage .................. 17.6%
  First-pass GRT wire length .................. 9700 microns
  Overflow left after global routing .................. 0

Placed design
  Detailed-placement wirelength estimate .................. 4210 microns
  Placed Instances .................. 429
  Worst slack at placement .................. 1.51 ns
  Global placement routability congestion .................. 0.823
  Port Buffer Count .................. 84
  Dpl cell area .................. 4600 sq um

Die
  Core Util at FP .................. 51.8%
  Width of the die .................. 88.7 microns
  Y dimension of the die .................. 88.7 microns
  Core box area .................. 7250 sq um
  Num rows .................. 31
  Chip area .................. 7860 sq um
  Number of ports placed on the die boundary .................. 108

Layout
  Post-layout util .................. 65.8%
  Area Overhead vs Synth .................. 27.1%
  Share of post-route cells with drive strength above 1 .................. 8.67%
  Final Non-Filler Cells .................. 445
  Final instance area .................. 4770 sq um

Flow run
  Count of warning messages emitted by the tools .................. 27
  Max_cap viols .................. 0

Critical path
  CP Class .................. in2reg
  Critical path data arrival time .................. 2.94 ns
  Kind of launch point of the worst setup path .................. input pin
  CP Data Required Time .................. 4.85 ns
  Largest fanout on the critical path .................. 20
  Nature of the critical path endpoint .................. flip-flop

Hold path
  Classification of the worst-slack hold path .................. reg2reg

Status
  Result of the run .................. finished clean
==> power groups by stage <==
stage | Combinational [W] | Clock [W] | Sequential, W
CTS | 0.0000796 | 0.000470 | 0.000876
global route | 0.0000867 | 0.000504 | 0.000877
finish | 0.0000777 | 0.000457 | 0.000876
==> cells by family after synthesis <==
kind of cell / count (synthesis)
simple gates: 49
other cells: 2
compound gates: 28
mux: 35
fa+ha+maj: 4
buf+inv: 43
xor+xnor: 1
flops: 92
==> registers in the layout, indices dropped and copies added, names as in the netlist <==
signal	cells
state	6
soclet_counter	4
flash_csb	1
row_counter	4
wbs_dat	32
wbs_stb	1
wbs_adr	9
fetch_en	1
word_latched	32
done_loading	1
wbs_we	1
==> cell type report <==
cell class / instances / area, sq um
flip-flops and latches: 92 / 2580
fillers: 534 / 2480
multi-input cells: 140 / 987
repair buffers: 87 / 863
clock buffers: 9 / 124
well taps: 99 / 124
clock inverters: 7 / 51.3
inverters: 11 / 41.3
==> layout by cell type, fill, tap and decap left out, types with 2 or more instances in the layout <==
cell             count
inv_6                2
conb_1              23
o21a_1               5
a21oi_1              6
nand2b_1             5
edfxtp_1            74
clkinv_4             2
clkbuf_8             9
inv_2                2
o21ai_0              3
o21ai_1              2
mux2_1              32
nand2_1             16
inv_1                9
nor2_1              14
dfxtp_1             17
a31oi_1              3
ha_1                 4
mux2i_1              3
buf_4                3
o22ai_1              2
nand3_1              2
nor2_4               2
clkdlybuf4s50_1     84
==> final timing paths <==
kind                       start  depth (start not counted)  slack, ns               end
hold / removal         flash_csb                          2       0.47         flash_csb
setup reg to reg  row_counter[0]                          5       2.98        wbs_adr[2]
setup / recovery       bypass_en                          5       1.91  word_latched[11]
hold reg to reg        flash_csb                          2       0.47         flash_csb
==> metrics by stage <==
step | hold slack [ns] | total power (W)
4_1_cts | 0.482 | 0.00143
3_5_place_dp | 0.456 | 0.000973
6_report | 0.473 | 0.00141
3_3_place_gp | 0.457 | 0.000973
5_1_grt | 0.516 | 0.00147
2_1_floorplan | 0.411 | 0.000931
==> routing by layer <==
metal | vias up | GRT usage (%)
met5 | - | 0
met1 | 977 | 29.0
li1 | 1049 | -
met2 | 79 | 26.6
met3 | 8 | 5.20
met4 | 0 | 2.64
==> worst max-delay path, stage by stage <==
cell and delay, ns:
clkdlybuf4s50_1 0.42, nor2_2 0.44, inv_2 0.25, nor2_4 0.53
buf_4 0.32
Power figures rest on the tool's default switching activity, not on a simulated workload.
